`/design/flow/run.sh`:
```
#!/bin/bash
# OpenROAD 26Q1-2900-gdf79404cd8, Yosys 0.63+post, stock flow scripts
make -C /OpenROAD-flow-scripts/flow DESIGN_CONFIG=/design/flow/config.mk WORK_HOME=/design/flow/orfs finish
```
`/design/flow/config.mk`:
```
export PLATFORM = sky130hd
export DESIGN_NAME = helicopter_drawer
export DESIGN_NICKNAME = helicopter_drawer
export VERILOG_FILES = /design/flow/design.v
export SDC_FILE = /design/flow/constraint.sdc
export NUM_CORES = 4
export LEC_CHECK = 1
export CORE_UTILIZATION = 30
```
`/design/flow/constraint.sdc`:
```
current_design helicopter_drawer

set clk_period 8.0
set clk_io_pct 0.2

create_clock -name clk0 -period $clk_period

set non_clock_inputs [all_inputs -no_clocks]
set_input_delay [expr $clk_period * $clk_io_pct] -clock clk0 $non_clock_inputs
set_output_delay [expr $clk_period * $clk_io_pct] -clock clk0 [all_outputs]
```
`/design/flow/design.v`:
```
module helicopter_drawer(input logic [9:0] x_curr, x_mouse, input logic [8:0] y_curr, y_mouse,
								output logic [23:0] heli_color);
	parameter RED 		= 24'hFF0000;
	parameter WHITE 	= 24'hFFFFFF;
	parameter GREY		= 24'he0e0e0;
	parameter BLACK 	= 24'h000000;
	always_comb begin
		if((y_curr == y_mouse 		&&		(x_mouse + 15 == x_curr || x_mouse + 16 == x_curr || x_mouse + 17 == x_curr)) ||
			(y_curr == y_mouse + 1 &&		(x_curr >= x_mouse + 6) && (x_curr <= x_mouse + 26))							||
			(y_curr == y_mouse + 2 &&		((x_curr == x_mouse + 1) || (x_curr == x_mouse + 16))))
			heli_color = WHITE;
		else if((y_curr == y_mouse + 3 &&		(x_curr == x_mouse + 1))	||
			(y_curr == y_mouse + 4 &&		(x_curr <= x_mouse + 2))	||
			(y_curr == y_mouse + 5 &&		((x_curr == x_mouse + 1) || (x_curr == x_mouse + 2)))	||
			(y_curr == y_mouse + 6 &&		(x_curr == x_mouse + 1)))
			heli_color = WHITE;
		else if((y_curr == y_mouse + 12 &&	(x_curr == x_mouse + 17 || x_curr == x_mouse + 23))	||
			(y_curr == y_mouse + 13 &&	(x_curr == x_mouse + 17 || x_curr == x_mouse + 23 || x_curr == x_mouse + 26))	||
			(y_curr == y_mouse + 14 &&	(x_curr >= x_mouse + 13 && x_curr <= x_mouse +26)))
			heli_color = GREY;
		else if((y_curr == y_mouse + 3	&& (x_curr >= x_mouse + 15 && x_curr <= x_mouse + 20))		||
			(y_curr == y_mouse + 4 && (x_curr >= x_mouse + 14 && x_curr <= x_mouse + 22))		||
			(y_curr == y_mouse + 5	&& (x_curr == x_mouse + 3 || x_curr == x_mouse + 4  || (x_curr >= x_mouse + 11 && x_curr <= x_mouse +23))) ||
			(y_curr == y_mouse + 6	&& (x_curr >= x_mouse + 5 && x_curr <= x_mouse + 25))		||
			(y_curr == y_mouse + 7 && (x_curr >= x_mouse + 9 && x_curr <= x_mouse + 26))		||
			(y_curr == y_mouse + 8	&& (x_curr >= x_mouse + 10 && x_curr <= x_mouse + 26))	||
			(y_curr == y_mouse + 9	&& (x_curr >= x_mouse + 11 && x_curr <= x_mouse + 26))	||
			(y_curr == y_mouse + 10 && (x_curr >= x_mouse + 12 && x_curr <= x_mouse + 25))	||
			(y_curr == y_mouse + 11 && (x_curr >= x_mouse + 13 && x_curr <= x_mouse + 25)))
			heli_color = RED;
		else
			heli_color = BLACK;
	end
endmodule
```
==> results.tsv <==
metric	value	unit
die_y	157	um
timing.hold.worst.start	y_curr[2]	
grt_antenna_before_repair	1	
fin_crit_sh	94.6	%
post_synth_main_logic_family	adder cells	
status	completed	
groute.usage.overall	22.5	%
critPathArrivalTime	5960	ps
yosys-stat-cells	986	
highest_layer	met5	
critical_path.startpoint	x_mouse[4]	
worst_setup_path_end_kind	output pin	
synthXorXnorAreaFrac	19.3	%
ctsResizeCount	0	
post_cts.repair.setup_buffers	0	
share_of_synthesized_cell_area_in_and_or_nand_and_nor_gates	22.2	%
finalPower	0.535	mW
synthesis.area	0.00717	mm2
synth_cells	986	
setup_total_negative_slack	0	ps
ys_top_cells_by_area	sky130_fd_sc_hd__ha_1 25%, sky130_fd_sc_hd__xnor2_1 13%, sky130_fd_sc_hd__xor2_1 5.4%	
synthMuxAreaShare	1.27	%
power_density	65.4	mW/mm2
wl_met1	12700	um
numSequentialCells	0	
timing.final.hold_violations	0	
synthAdderAreaFrac	25.5	%
initCoreUtil	30.6	%
place.gp.congestion	1.01	
largest_area_cell	sky130_fd_sc_hd__ha_1	
num_antenna_cells	0	
cp.required	6400	ps
routed-via-count	7479	
hp-class	in2out	
hold-path-endpoint	heli_color[15]	
grt_pass1_vias	7026	
criticalPathCategory	in2out	
die_area	0.0245	mm2
crit_fanout	8	
max_cap_viol_count	0	
dr.pass1.iters	4	
grt_overflow	0	
post_synth_ao_oa_area_fraction	24.0	%
number_of_nets_still_failing_antenna_checks_after_routing	0	
timing.critical_path.from_type	input port	
n_fill_cell	2521	
relative_max_transition_margin	44.4	%
met2_wirelength	11600	um
synthesized_chip_area_reported_by_yosys	0.00717	mm2
grt_max_degree	24	
clkbuf_count	0	
stage_log_warnings	60	
rsz0062_at_grt	false	
fmax	0.132	GHz
cts_hold_repair.buffers	0	
floorplan.io_pins	62	
placement.setup.worst_slack	345	ps
top_cell_area_share	25.5	%
min_path_cells	7	
detail_route.drc_violations	0	
final_layout_size_suffix_gt1_share	8.43	%
ys_warn_count	1	
finalWorstSetupSlack	435	ps
syn-mean-instance-area	7.27	um2
finalCriticalPeriod	7560	ps
ir_worst_vdd	0.0419	mV
top_logic_cell_by_instance_count_in_the_layout	sky130_fd_sc_hd__ha_1	
die_extent_in_x	157	um
route.final.wire_length	27000	um
routedWlPerCell	20.0	um
worst_slew_pin_slew	834	ps
numPortBuffers	62	
drc_marker_count_from_the_first_detailed_route_iteration	577	
wl_met3	1950	um
power.static_leakage	3.32	nW
regArea	0	um2
yosys.cell_types.count	82	
wire_length_of_the_first_global_routing_pass	41400	um
layout_area_overhead	14.1	%
slew_violations	0	
place_hpwl	21700	um
final_layout_top_logic_cells	146 x sky130_fd_sc_hd__ha_1, 103 x sky130_fd_sc_hd__xnor2_1, 90 x sky130_fd_sc_hd__nor2_1, 73 x sky130_fd_sc_hd__a21oi_1, 62 x sky130_fd_sc_hd__clkdlybuf4s50_1	
setup_violations	0	
yosys.stat.seqShare	0	%
routed_via_density	5.54	
coreArea	0.0235	mm2
std_cell_rows	56	
==> worst max-delay path, cell delays in order <==
cell                              delay [ps]
sky130_fd_sc_hd__clkdlybuf4s50_1         750
sky130_fd_sc_hd__inv_2                    70
sky130_fd_sc_hd__ha_1                    220
sky130_fd_sc_hd__inv_1                   130
sky130_fd_sc_hd__o21a_1                  260
sky130_fd_sc_hd__nor2_1                   90
sky130_fd_sc_hd__xnor2_1                 130
sky130_fd_sc_hd__ha_1                    300
sky130_fd_sc_hd__and3_1                  180
sky130_fd_sc_hd__nand4_1                 120
sky130_fd_sc_hd__o221ai_1                110
sky130_fd_sc_hd__a31oi_1                 200
sky130_fd_sc_hd__and4b_2                 250
sky130_fd_sc_hd__nor4_2                  360
sky130_fd_sc_hd__nand2_1                 110
sky130_fd_sc_hd__or4_1                   620
sky130_fd_sc_hd__clkdlybuf4s50_1         450
==> metal layers <==
metal  up-vias  track usage, %
met5         -               0
met1      3494            32.1
li1       3673               -
met4         2            5.00
met3        44            3.64
met2       266            35.3
==> synth_stat cells (all sizes together), types with 5 or more instances <==
master and number:
ha 146, xnor2 104, nor2 90, a21oi 75, nand2 60, buf 47
xor2 46, o21ai 43, nand3 36, inv 35, a21o 26, clkbuf 24
nand4 23, nor3 22, a31oi 16, nor2b 13, nor4 13, o21a 11
a211oi 10, nand2b 10, a2111oi 9, and3 8, mux2i 8, o31ai 8
and2 7, a32oi 6, o2111ai 6, o211ai 6, nor3b 5, or2 5
==> layout make-up <==
type | count | area [um2] | share of cell area, %
multi-input combinational | 880 | 6620 | 80.9
timing repair buffer | 117 | 1030 | 12.6
tap | 319 | 399 | 4.88
inverter | 35 | 131 | 1.61
==> power breakdown <==
part,switching [mW],internal (mW)
Sequential,0,0
Clock,0,0
Combinational,0.316,0.219
==> cell families after synthesis <==
kind of cell,after synthesis
xor+xnor,152
fa+ha+maj,146
buf+inv,106
mux,9
compound gates,257
simple gates,316
==> through the flow <==
stage	std cells	cell area [um2]	hold WS (ps)	utilization, %
floorplan	986	7170	3560	-
global placement	1351	8180	4830	34.8
detailed placement	1351	8180	4830	34.8
CTS	1351	8180	4840	34.8
global route	1351	8180	4910	34.9
finish	1351	8180	4830	34.9
==> how the worst max path moves through the flow <==
| stage | end | slack, ps | depth (start not counted) |
|---|---|---|---|
| finish | heli_color[18] | 440 | 17 |
| global route | heli_color[16] | 100 | 15 |
| CTS | heli_color[18] | 340 | 15 |
Power is estimated from default activity; no workload was simulated.
