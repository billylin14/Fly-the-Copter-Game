===== design/flow/run.sh =====
#!/bin/bash
# OpenROAD 26Q1-2900-gdf79404cd8, Yosys 0.63+post, stock flow scripts
make -C /OpenROAD-flow-scripts/flow DESIGN_CONFIG=/design/flow/config.mk WORK_HOME=/design/flow/orfs finish

===== design/flow/config.mk =====
export PLATFORM = sky130hd
export DESIGN_NAME = DE1_SoC
export DESIGN_NICKNAME = DE1_SoC
export VERILOG_FILES = /design/flow/design.v
export SDC_FILE = /design/flow/constraint.sdc
export NUM_CORES = 4
export LEC_CHECK = 1
export CORE_UTILIZATION = 50

===== design/flow/constraint.sdc =====
current_design DE1_SoC

set clk_period 1.8
set clk_io_pct 0.2

create_clock -name clk0 -period $clk_period [get_ports {CLOCK_50}]

set non_clock_inputs [all_inputs -no_clocks]
set_input_delay [expr $clk_period * $clk_io_pct] -clock clk0 $non_clock_inputs
set_output_delay [expr $clk_period * $clk_io_pct] -clock clk0 [all_outputs]

===== design/flow/design.v =====
module DE1_SoC (CLOCK_50, HEX0, HEX1, HEX2, HEX3, HEX4, HEX5, KEY, LEDR, SW, PS2_CLK, PS2_DAT);
	input logic CLOCK_50; 
	output logic [6:0] HEX0, HEX1, HEX2, HEX3, HEX4, HEX5;
	output logic [9:0] LEDR;
	input logic [3:0] KEY; 
	input logic [9:0] SW;	
	inout  PS2_CLK;
	inout  PS2_DAT;
	wire [3:0] x, y;
	SEG7_LUT d0 (.iDIG(x),.oSEG(HEX0));
	SEG7_LUT d1 (.iDIG(y),.oSEG(HEX1));
	ps2 #(
			.WIDTH(10),
			.HEIGHT(10),
			.BIN(100),
			.HYSTERESIS(30))
	U1(
			.start(~KEY[0]),  
			.reset(~KEY[1]),  
			.CLOCK_50(CLOCK_50),  
			.PS2_CLK(PS2_CLK), 
			.PS2_DAT(PS2_DAT), 
			.button_left(LEDR[0]),  
			.button_right(LEDR[1]),  
			.button_middle(LEDR[2]),  
			.bin_x(x),
			.bin_y(y)
			);
endmodule
module SEG7_LUT	(	oSEG,iDIG	);
	input	[3:0]	iDIG;
	output reg	[6:0]	oSEG;
	always@(iDIG)
		begin
				case(iDIG)
				4'h1: oSEG = 7'b1111001;	 
				4'h2: oSEG = 7'b0100100; 	 
				4'h3: oSEG = 7'b0110000; 	 
				4'h4: oSEG = 7'b0011001; 	 
				4'h5: oSEG = 7'b0010010; 	 
				4'h6: oSEG = 7'b0000010; 	 
				4'h7: oSEG = 7'b1111000; 	 
				4'h8: oSEG = 7'b0000000; 	 
				4'h9: oSEG = 7'b0011000; 	 
				4'ha: oSEG = 7'b0001000;
				4'hb: oSEG = 7'b0000011;
				4'hc: oSEG = 7'b1000110;
				4'hd: oSEG = 7'b0100001;
				4'he: oSEG = 7'b0000110;
				4'hf: oSEG = 7'b0001110;
				4'h0: oSEG = 7'b1000000;
				endcase
		end
endmodule
module ps2
	#(
		parameter WIDTH = 2048,
		parameter HEIGHT = 2048,
		parameter BIN = 10,
		parameter HYSTERESIS = 3
	)
	(
		start,          
		reset,          
		CLOCK_50,       
		PS2_CLK,        
		PS2_DAT,        
		button_left,    
		button_right,   
		button_middle,  
		bin_x,          
		bin_y           
	);
parameter UPPER_BITS = $clog2(WIDTH>HEIGHT?WIDTH:HEIGHT);
parameter LOWER_BITS = $clog2(BIN+HYSTERESIS+256)+1;
parameter THRESHOLD = BIN+HYSTERESIS;
input start;
input reset;
input CLOCK_50;
inout PS2_CLK;
inout PS2_DAT;
output reg button_left;
output reg button_right;
output reg button_middle;
output reg [UPPER_BITS-1:0] bin_x;
output reg [UPPER_BITS-1:0] bin_y;
parameter enable_byte =9'b011110100;
reg [1:0] cur_state,nex_state;
reg ce,de;
reg [3:0] byte_cnt,delay;
reg [5:0] ct;
reg [7:0] cnt;
reg [8:0] clk_div;
reg [9:0] dout_reg;
reg [32:0] shift_reg;
reg       leflatch,riglatch,midlatch;
reg       ps2_clk_in,ps2_clk_syn1,ps2_dat_in,ps2_dat_syn1;
wire      clk,ps2_dat_syn0,ps2_clk_syn0,ps2_dat_out,ps2_clk_out,flag;
reg [LOWER_BITS-1:0] x_latch;
reg [LOWER_BITS-1:0] y_latch;
reg [UPPER_BITS-1:0] oX_BIN;
reg [UPPER_BITS-1:0] oY_BIN;
parameter listen =2'b00,
          pullclk=2'b01,
          pulldat=2'b10,
          trans  =2'b11;
always@(posedge CLOCK_50)
	begin
		clk_div <= clk_div+1;
	end
assign clk = clk_div[8];
assign PS2_CLK = ce?ps2_clk_out:1'bZ;
assign PS2_DAT = de?ps2_dat_out:1'bZ;
assign ps2_clk_out = 1'b0;
assign ps2_dat_out = dout_reg[0];
assign ps2_clk_syn0 = ce?1'b1:PS2_CLK;
assign ps2_dat_syn0 = de?1'b1:PS2_DAT;
reg [9:0] starttimer;
always @(posedge CLOCK_50)
begin
	if(start) starttimer <= 1'b1;
	else if(starttimer) starttimer <= starttimer + 1'b1;
	button_left = leflatch;
	button_right = riglatch;
	button_middle = midlatch;
	bin_x = oX_BIN;
	bin_y = oY_BIN;
end
always@(posedge clk)
	begin
		ps2_clk_syn1 <= ps2_clk_syn0;
		ps2_clk_in   <= ps2_clk_syn1;
		ps2_dat_syn1 <= ps2_dat_syn0;
		ps2_dat_in   <= ps2_dat_syn1;
	end
always@(*)
begin
   case(cur_state)
     listen  :begin
              if (starttimer && (cnt == 8'b11111111))
                  nex_state = pullclk;
              else
                  nex_state = listen;
                         ce = 1'b0;
                         de = 1'b0;
              end
     pullclk :begin
              if (delay == 4'b1100)
                  nex_state = pulldat;
              else
                  nex_state = pullclk;
                         ce = 1'b1;
                         de = 1'b0;
              end
     pulldat :begin
                  nex_state = trans;
                         ce = 1'b1;
                         de = 1'b1;
              end
     trans   :begin
              if  (byte_cnt == 4'b1010)
                  nex_state = listen;
              else    
                  nex_state = trans;
                         ce = 1'b0;
                         de = 1'b1;
              end
     default :    nex_state = listen;
   endcase
end
always@(posedge clk)
begin
  if ({ps2_clk_in,ps2_dat_in} == 2'b11)
	begin
		cnt <= cnt+1;
    end
  else begin
		cnt <= 8'd0;
       end
end
assign flag = (cnt == 8'hff)?1:0;
always@(posedge ps2_clk_in,posedge flag)
begin
  if (flag)
     ct <= 6'b000000;
  else
     ct <= ct+1;
end
always@(posedge clk, posedge reset)
begin
   if(reset)
   begin
      leflatch <= 1'b0;
      riglatch <= 1'b0;
      midlatch <= 1'b0;
      x_latch  <= 0;
      y_latch  <= 0;
      oX_BIN <= 0;
      oY_BIN <= 0;
   end
   else if (cnt == 8'b00011110 && (ct[5] == 1'b1 || ct[4] == 1'b1))
   begin
      leflatch <= shift_reg[1];
      riglatch <= shift_reg[2];
      midlatch <= shift_reg[3];
      x_latch  <= x_latch+{{(LOWER_BITS-8){shift_reg[19]}},shift_reg[19 : 12]};
      y_latch  <= y_latch+{{(LOWER_BITS-8){shift_reg[30]}},shift_reg[30 : 23]};
   end
	else
	begin
		if($signed(x_latch) >= THRESHOLD)
		begin
			x_latch <= x_latch - BIN;
			if(oX_BIN != WIDTH-1)
			begin
				oX_BIN <= oX_BIN + 1'b1;
			end
		end
		else if($signed(x_latch) <= -THRESHOLD)
		begin
			x_latch <= x_latch + BIN;
			if(oX_BIN != 0)
			begin
				oX_BIN <= oX_BIN - 1'b1;
			end
		end
		if($signed(y_latch) >= THRESHOLD)
		begin
			y_latch <= y_latch - BIN;
			if(oY_BIN != HEIGHT-1)
			begin
				oY_BIN <= oY_BIN + 1'b1; 
			end
		end
		else if($signed(y_latch) <= -THRESHOLD)
		begin
			y_latch <= y_latch + BIN;
			if(oY_BIN != 0)
			begin
				oY_BIN <= oY_BIN - 1'b1; 
			end
		end
	end
end
always@(posedge clk)
begin
  if (cur_state == pullclk)
     delay <= delay+1;
  else
     delay <= 4'b0000;
end
always@(negedge ps2_clk_in)
begin
  if (cur_state == trans)
     dout_reg <= {1'b0,dout_reg[9:1]};
  else
     dout_reg <= {enable_byte,1'b0};
end
always@(negedge ps2_clk_in)
begin
  if (cur_state == trans)
     byte_cnt <= byte_cnt+1;
  else
     byte_cnt <= 4'b0000;
end
always@(negedge ps2_clk_in)
begin
  if (cur_state == listen)
     shift_reg <= {ps2_dat_in,shift_reg[32:1]};
end
always@(posedge clk,posedge reset)
begin
  if (reset)
     cur_state <= listen;
  else
     cur_state <= nex_state;
end
endmodule

==> deck_impl_summary.md <==
Implementation Results

Synth
  – Top area cell types: dfxtp_1 (18%), dfrtp_1 (14%), edfxtp_1 (13%), ha_1 (9.8%), buf_4 (4.2%)
  – Fraction of registers with async set or reset after synthesis: 29.7%
  – Synth Warn #: 39
  – Most frequent cells after synthesis: dfxtp_1 (65), nor2_1 (65), ha_1 (56)
  – Compound Share, Synth: 12.2%
  – Cell variety after synth: 65
  – Seq share, synth: 46.2%
  – Mux share: 1.84%
  – Post-Syn Instances: 696
  – Synth Area in XOR/XNOR: 7.26%
  – Cell total in the yosys stat output: 696
  – AND/OR/NAND/NOR Cells, Area Fraction: 14.5%
  – Yosys reg bits: 138
  – Post-synth EDFFs: 32
  – Post-Syn Area per Cell: 10.2 sq um
  – Cell taking the most area after synthesis: dfxtp_1
  – Yosys synthesis chip area: 7120 sq um
  – Adder Area Share: 11.5%
  – Most used flip-flop cell: dfxtp_1
  – Top non-seq family: simple AND/OR/NAND/NOR gates
  – Area share, top type: 18.3%
  – Synthesized area: 7120 sq um

Place
  – Area post-placement: 7370 sq um
  – DP HPWL: 8200 microns
  – PortBufs: 19
  – Final GP Congestion: 0.835

Die
  – Number of I/O pins: 69
  – Core Util at FP: 51.3%
  – Die Width: 121 microns
  – Die height: 121 microns
  – Rows: 43

Clocking
  – Post-CTS setup buffers: 0
  – Hold buffers post-CTS: 0
  – H-tree depth: 2
  – CTS Buf Count: 5
  – CTS root buf: clkbuf_16
  – Post-cts resize count: 0
  – CTS max path bufs: 2

STA
  – Count of unclocked register or latch pins: 102
  – Endpoints left unconstrained: 152

Run status
  – Status: did not finish
  – Err: [error] [KeplerFormal.cpp:679] Workflow failed: Iso has multiple drivers: .PS2_DAT0, PS2_DAT$_SDFF_NN0_.Q0
  – Stopped at: 4_1_cts
[cell families after synthesis]
group                      Yosys count
xor gates and xnor gates            59
and+or+nand+nor                    210
adders and majority gates           62
other                                1
muxes                               13
DFF                                138
buffers and inverters               80
AOI/OAI and AO/OA                  133
[per-stage QoR]
stage / setup WS (ns) / utilization (%) / total power [W] / cells / hold WS (ns)
3_3_place_gp: 0.270 / 53.1 / 0.00108 / 884 / 0.391
3_5_place_dp: 0.246 / 53.1 / 0.00109 / 884 / 0.401
2_1_floorplan: 0.233 / - / 0.00107 / 731 / 0.379
No activity file was given, so power comes from the tool's default toggle rates.
